==> /design/flow/design.v <==
module vga(
    input vgaclk,
    input rst,
    input [2:0] input_red,
    input [2:0] input_green,
    input [1:0] input_blue,
    output logic [9:0] hc_out,
    output logic [9:0] vc_out,
    output logic hsync,
    output logic vsync,
    output logic [3:0] red,
    output logic [3:0] green,
    output logic [3:0] blue
  );
  localparam HPIXELS  = 640;     
  localparam HFP      = 16;     
  localparam HSPULSE  = 96;     
  localparam HBP      = 48;     
  localparam HTOTAL = HPIXELS + HFP + HSPULSE + HBP;
  localparam VPIXELS  = 480;     
  localparam VFP      = 10;     
  localparam VSPULSE  = 2;     
  localparam VBP      = 33;     
  localparam VTOTAL = VPIXELS + VFP + VSPULSE + VBP;
  initial
  begin
    if (HPIXELS + HFP + HSPULSE + HBP != 800 ||
        VPIXELS + VFP + VSPULSE + VBP != 525)
    begin
      $error("Expected horizontal pixels to add up to 800 ",
             "and vertical pixels to add up to 525");
    end
  end
  logic [9:0] hc;
  logic [9:0] vc;
  initial
  begin
    hc = 1'd0;
    vc = 1'd0;
  end
  assign hc_out = hc;
  assign vc_out = vc;
  always_ff @(posedge vgaclk)
  begin
    if (rst) begin
      hc <= 0;
      vc <= 0;
    end
    else if (hc == HTOTAL-1) begin
      hc <= 0;
      if (vc == VTOTAL - 1) begin
        vc <= 0;
      end else begin
        vc <= vc + 1;
      end
    end else begin
      hc <= hc + 1;
    end
  end
  assign hsync = (hc >= HPIXELS + HFP && hc < HPIXELS + HFP + HSPULSE) ? 0 : 1;
  assign vsync = (vc >= VPIXELS + VFP && vc < VPIXELS + VFP + VSPULSE) ? 0 : 1;
  always_comb
  begin
    if (vc < VPIXELS && hc < HPIXELS) begin
      red = input_red << 1;
      green = input_green << 1;
      blue = input_blue << 2;
    end else begin
      red = 0;
      green = 0;
      blue = 0;
    end
  end
endmodule
==> /design/flow/run.sh <==
#!/bin/bash
# OpenROAD 26Q1-2900-gdf79404cd8, Yosys 0.63+post, stock flow scripts
make -C /OpenROAD-flow-scripts/flow DESIGN_CONFIG=/design/flow/config.mk WORK_HOME=/design/flow/orfs finish
==> /design/flow/config.mk <==
export PLATFORM = sky130hd
export DESIGN_NAME = vga
export DESIGN_NICKNAME = vga
export VERILOG_FILES = /design/flow/design.v
export SDC_FILE = /design/flow/constraint.sdc
export NUM_CORES = 4
export LEC_CHECK = 1
export CORE_AREA = 10 10 82 82
export DIE_AREA = 0 0 92 92
export SYNTH_HDL_FRONTEND = slang
==> /design/flow/constraint.sdc <==
current_design vga

set clk_period 2.6
set clk_io_pct 0.2

create_clock -name clk0 -period $clk_period [get_ports {vgaclk}]

set non_clock_inputs [all_inputs -no_clocks]
set_input_delay [expr $clk_period * $clk_io_pct] -clock clk0 $non_clock_inputs
set_output_delay [expr $clk_period * $clk_io_pct] -clock clk0 [all_outputs]
==> Slide: Implementation Results <==
Physical Implementation Snapshot

Global route
  – Largest net degree at the start of global routing: 12
  – Initial antenna violation count: 0
  – GRT Total Usage: 0.0707
  – Vias in the first global route: 949
  – First-pass GRT wire length: 5.00 mm
  – GRT Residual Overflow: 0

Placement
  – Cell Count Post-Placement: 243
  – Post-Place Worst Slack: 0.325 ns
  – PortBufs: 39
  – Final HPWL DP: 2.39 mm
  – Placement Cell Area: 1580 um^2
  – RePlAce Congestion: 0.857

Power and ir drop
  – Seq pwr share: 0.524
  – Comb power frac: 0.082
  – Leak pwr: 0.563 nW
  – Clock network power share: 0.394
  – Sw Share: 0.204
  – Pwr Density: 367 nW/um^2
  – Net switching power figure: 0.123 mW
  – IR drop worst, VDD: 0.207 mV
  – Cell internal pwr: 0.480 mW

Cells and area
  – Multi-input gate area: 676 um^2
  – Fillers: 570
  – Post-layout instance area: 1640 um^2
  – Seq. cell area: 403 um^2
  – Share of cells above drive strength 1: 0.0904
  – Synth-to-layout area growth: 44.9%
  – Core Util, Final: 0.324
  – Non-Filler Instances: 247

Setup path
  – Setup crit end kind: output pin
  – Critical path required time: 2.08 ns
  – Critical Path Start Type: flop
  – CP endpoint: red[2]
  – CP Class: reg2out
  – Crit path from: hc_out[7]
  – Reg2reg setup slack: 0.54 ns
  – Worst EP arrival: 1.82 ns
  – R2R depth: 5
  – CP Max Fanout: 8
  – R2r startpoint: hc_out[0]
  – RR Endpoint: vc_out[4]

Outcome
  – Status: completed

Floorplanning
  – Row count: 26
  – I/O pins: 44
  – Die area: 8460 um^2
  – Die width: 92 um
  – CORE AREA: 5070 um^2
  – Fp_density: 0.224
  – Die y size: 92 um

Synth
  – Syn avg cell area: 8.28 um^2
  – Mapped Cells: 137
  – Tally of yosys warning messages: 0
  – #FFs+latches synth: 20
  – Number of cells in Yosys stat: 137
  – YS chip area: 1130 um^2
  – Mapped cell area: 1130 um^2
  – Post-synth top flop: dfxtp_1
  – Number of enable flip-flop cells: 0
  – Synth Seq Share: 0.353
  – Netlist cell types: 35
  – Share of synthesized registers carrying an async set or reset: 0

STA
  – Fin Setup TNS: 0 ns
  – Hold Vio Cnt, Final: 0
  – RSZ-0062 raised after global routing: false
  – Final setup vio count: 0
  – Pins Over Slew Limit: 0
  – Fmax: 0.427 GHz
  – Final Skew: 0.00477 ns
  – Fin crit period: 2.34 ns
  – Setup ws final: 0.257 ns
  – Final worst path period share: 0.901

Route
  – Vias/cell: 4.20
  – DRT iter0 DRCs: 64
  – ANT cells: 0
  – DRC Markers: 0
  – Via count: 1,038
  – Wire per inst: 12.7 um
  – First-pass DRT Iterations: 4
  – WL final: 3.13 mm
  – Post-route ant nets: 0

Clock network
  – Latency at later pin: 0.26 ns
  – CTS Root Cell: clkbuf_8
  – Clock Sinks: 20
  – H-Tree Depth: 1
  – Total CTS buffers: 3
  – Max Buffers Root-to-Sink: 2
  – Worst-path clk slew: 0.07 ns
  – CTS tree: yes
  – CTS Hold Bufs: 0

Job
  – Maxcap violations: 0
  – Tool warning count: 29

Min path
  – Min-delay src: hc_out[0]
  – Class of the tightest hold or removal check: reg2reg
synthesized netlist by cell type, types with 3 or more instances:
cell type,count,area share
dfxtp_1,20,0.35
nor2_1,18,0.060
and2_1,9,0.050
nand2_1,9,0.030
xnor2_1,9,0.069
nand3_1,7,0.031
inv_1,6,0.020
nand4_1,6,0.033
a21oi_1,5,0.022
ha_1,5,0.055
nor4_1,5,0.028
buf_4,4,0.026
nor3_1,4,0.018
o21ai_0,4,0.018
xor2_1,4,0.031
or3_1,3,0.017
worst min path at each step:
stage               end  cells after the start
CTS           hc_out[0]                      1
global route  hc_out[0]                      1
finish        hc_out[0]                      1
logic make-up (layout without fill, tap and decap cells):
kind of cell             count (synthesis)  count (layout)  share of synthesized area
AND-OR/OR-AND                           11              11                     0.0573
XOR/XNOR                                13              13                      0.100
adder cells (fa/ha/maj)                  5               5                     0.0551
buffers and inverters                   13              50                     0.0639
flip-flops                              20              20                      0.353
other                                    1               4                    0.00330
AND/OR/NAND/NOR                         74              74                      0.367
registers in the layout, indices dropped and copies added (netlist names):
| name | flops |
|---|---|
| vc_out | 10 |
| hc_out | 10 |
worst max-delay path, stage by stage (launching register included):
cell             delay, ns
dfxtp_1               0.38
o21ai_0               0.24
nand2_1               0.10
nor2_2                0.22
and2_1                0.16
clkdlybuf4s50_1       0.47
cells in the final DEF, fill, tap and decap left out, types with 2 or more instances in the layout:
| master | instances |
|---|---|
| dfxtp_2 | 2 |
| nand4_1 | 6 |
| and2_1 | 9 |
| inv_1 | 6 |
| clkbuf_8 | 4 |
| or3_1 | 3 |
| nand3_1 | 7 |
| nor2_1 | 17 |
| nand2_1 | 9 |
| ha_1 | 5 |
| nor4_1 | 5 |
| conb_1 | 4 |
| nor3_1 | 4 |
| a21oi_1 | 5 |
| xor2_1 | 4 |
| clkdlybuf4s50_1 | 38 |
| o21ai_0 | 4 |
| dfxtp_1 | 18 |
| xnor2_1 | 9 |
power by group through the flow:
stage / clock, mW / combinational (mW) / sequential (mW)
after CTS: 0.247 / 0.0511 / 0.316
final: 0.238 / 0.0495 / 0.316
after global routing: 0.265 / 0.0551 / 0.317
per-layer routing:
layer  up-vias  global-route usage  wire (um)
met2        21               0.104       1370
li1        541                   -          -
met5         -                   0          0
met3         2              0.0264        201
met1       474               0.103       1550
met4         0             0.00257         12
per-stage QoR:
| step | hold slack (ns) | power (mW) |
|---|---|---|
| after global routing | 0.529 | 0.638 |
| after floorplan | 0.441 | 0.340 |
| after CTS | 0.498 | 0.614 |
| after global placement | 0.477 | 0.374 |
| final | 0.494 | 0.603 |
| after detailed placement | 0.479 | 0.374 |
repair_timing:
action	in CTS	in global routing
endpoints found under the setup margin	0	9
resized	0	4
setup buffers	0	0
area by class of cell:
type	count	area share
repair buffers	40	0.244
clock buffers	4	0.0335
flip-flops and latches	20	0.245
well taps	70	0.0533
multi-input cells	107	0.411
inverters	6	0.0137
No activity file was given, so power comes from the tool's default toggle rates.
